## /design/flow/design.v

```verilog
`timescale 1ns / 1ps
module frequency_counter #
(
    parameter ADC_WIDTH = 14,
    parameter AXIS_TDATA_WIDTH = 32,
    parameter COUNT_WIDTH = 32,
    parameter HIGH_THRESHOLD = -100,
    parameter LOW_THRESHOLD = -150
)
(
    (* X_INTERFACE_PARAMETER = "FREQ_HZ 125000000" *)
    input   datain,
    input                          clk,
    output                          outclk,
    input [COUNT_WIDTH-1:0]        Ncycles,
    output dataout,
	output [COUNT_WIDTH-1:0]       counter_output
);
    wire    data;
    reg                            state, state_next;
    reg [COUNT_WIDTH-1:0]          counter=0, counter_next=0;
    reg [COUNT_WIDTH-1:0]          counter_output=0, counter_output_next=0;
    reg [COUNT_WIDTH-1:0]          cycle=0, cycle_next=0;
    assign outclk = clk;
    assign  dataout = datain;
    assign  data = datain;   
    always @(posedge clk) 
    begin
            state <= state_next;
    end   
    always @(*)             
    begin
        if (data == 1) begin
            state_next = 1;
            end
        else if (data ==0) begin
            state_next = 0;
            end
        else begin
            state_next = state;
            end
    end
    always @(posedge clk) 
    begin
        counter <= counter_next;
        counter_output <= counter_output_next;
        cycle <= cycle_next;
    end
    always @*  
    begin
        counter_next = counter + 1;  
        counter_output_next = counter_output;
        cycle_next = cycle;
        if (state > state_next)  
        begin
            cycle_next = cycle + 1;  
            if (cycle >= Ncycles-1) 
            begin
                counter_next = 0;
                counter_output_next = counter;
                cycle_next = 0;
            end
        end
   end
endmodule
```

## /design/flow/run.sh

```bash
#!/bin/bash
# OpenROAD 26Q1-2900-gdf79404cd8, Yosys 0.63+post, stock flow scripts
make -C /OpenROAD-flow-scripts/flow DESIGN_CONFIG=/design/flow/config.mk WORK_HOME=/design/flow/orfs finish
```

## /design/flow/config.mk

```make
export PLATFORM = sky130hd
export DESIGN_NAME = frequency_counter
export DESIGN_NICKNAME = frequency_counter
export VERILOG_FILES = /design/flow/design.v
export SDC_FILE = /design/flow/constraint.sdc
export NUM_CORES = 4
export LEC_CHECK = 1
export CORE_UTILIZATION = 40
```

## /design/flow/constraint.sdc

```tcl
current_design frequency_counter

set clk_period 17.8
set clk_io_pct 0.2

create_clock -name clk0 -period $clk_period [get_ports {clk}]

set non_clock_inputs [all_inputs -no_clocks]
set_input_delay [expr $clk_period * $clk_io_pct] -clock clk0 $non_clock_inputs
set_output_delay [expr $clk_period * $clk_io_pct] -clock clk0 [all_outputs]
```

==> run_results.csv <==
group,metric,value,unit
timing,rsz0062_at_grt,"false",
die,ios,68,
timing,clock_skew,0.00800,ns
clock_tree,ctsResizeCount,0,
yosys,yosys_cells,536,
yosys,area_leaders,"edfxtp_1, dfxtp_1, xnor2_1, a211oi_1, ha_1",
power_and_ir_drop,p_leak,2.16,nW
power_and_ir_drop,p_seq_frac,0.473,
worst_setup_path,cp_max_fo,2,
power_and_ir_drop,combPwrFrac,0.126,
grt,grt_use_met2,0.247,
grt,grt.total_usage,0.164,
power_and_ir_drop,switching_power,0.134,mW
grt,first_global_vias,4030,
yosys,postSynthAreaPerCell,10.4,µm²
placement,port_buffers,67,
detailed_routing,ant_nets,0,
yosys,edf_count,64,
finish,post-route-util,0.509,
finish,fillCellCount,1234,
placement,dp_cells,761,
yosys,synthesis.area,5600,µm²
die,num_rows,42,
detailed_routing,wl_per_cell,13.9,µm
job,max-cap-violations,0,
die,fp.dieW,120,µm
worst_setup_path,worstPathRequired,14.24,ns
yosys,synthArstFlopShare,0,
yosys,yosys-top-cells-count,"a211oi_1, edfxtp_1, xnor2_1, ha_1, nor2_1",
hold_path,hold_path.class,"flip-flop to flip-flop",
placement,place_hpwl,7390,µm
grt,use_met1,0.265,
detailed_routing,drt_iter0_markers,329,
power_and_ir_drop,swShare,0.236,
run_status,status,"completed",
yosys,synthCells,536,
clock_tree,hold_buffers,0,
clock_tree,insertion_delay,0.45,ns
power_and_ir_drop,p_clk_frac,0.401,
grt,grt-busiest-layer,"met1",
detailed_routing,drt-pass1-iter-count,4,
detailed_routing,post-route-drc-count,0,
yosys,top_cell_area_share,0.343,
yosys,synth.largest_area_cell,"edfxtp_1",
detailed_routing,routed_wl,10900,µm
clock_tree,clk_pin_slew_worst_paths,0.06,ns
yosys,synthMostInstantiatedCell,"a211oi_1",
power_and_ir_drop,p_int,0.435,mW
placement,gp_congestion,0.876,
finish,layout.cells.non_filler,780,
grt,gr-usage-met3,0.0265,
timing,finalHoldViolCount,0,
die,die_area,14500,µm²
power_and_ir_drop,powerDensity,83.0,nW/µm²
worst_setup_path,startpoint_type,"clock port",
yosys,synth_cell_types,38,
yosys,ys_area,5600,µm²
yosys,ys_seq_share,0.461,
worst_setup_path,cp.arrival,9.53,ns
clock_tree,cts_tree,"built",
grt,antenna_found_initial,0,
grt,overflow,0,
placement,place_area,6480,µm²
power_and_ir_drop,peakVddDrop,0.0578,mV
clock_tree,cts_setup_buffers,0,
grt,grt_pass1_wl,18700,µm
worst_setup_path,critPathKind,"clock port to output pin",
die,core,13500,µm²
timing,fin_setup_tns,0,ns
yosys,yosysWarnings,1,
worst_setup_path,cp-end-kind,"output pin",
yosys,ys.flops,97,
finish,drive_gt1_frac,0.0613,
die,initial_utilization,0.416,
finish,syn_to_final_growth,22.4,%
yosys,synth_top_flop_cell,"edfxtp_1",
timing,slew-limit-headroom,0.493,
detailed_routing,via_per_inst,5.37,
finish,fin_area,6850,µm²
timing,setup_viol,0,
timing,timing.hold.ws,0.482,ns
timing,worstMarginPinSlew,0.754,ns
detailed_routing,num_antenna_cells,0,
die,die_h,120,µm
detailed_routing,vias,4189,
timing,slew_violations,0,
job,tool_warnings,26,
grt,grt_max_degree,66,
cell usage in the layout, fill, tap and decap left out, types with 4 or more instances in the layout:
cell             synthesis  routed
buf_4                    2       8
a211oi_1                65      65
inv_1                   14      14
nor4_1                  12      11
xor2_1                  29      29
nor3b_1                  5       5
or4_1                    5       5
xnor2_1                 60      60
clkdlybuf4s50_1          0      67
dfxtp_1                 33      33
a21oi_1                 12      12
nand2_1                 31      31
ha_1                    35      35
clkbuf_16                0      12
and2_1                   4       4
and3_1                   5       5
o21ai_0                  7       7
nor3_1                  20      20
nor2_1                  34      33
nand4_1                 18      18
nand3_1                 26      26
and4_1                   9       9
edfxtp_1                64      64
through the flow:
step | setup WS, ns | total power, mW
3_5_place_dp | 4.97 | 0.350
2_1_floorplan | 5.24 | 0.319
5_1_grt | 4.69 | 0.597
3_3_place_gp | 4.97 | 0.347
6_report | 4.71 | 0.569
4_1_cts | 4.70 | 0.574
state kept, by name, summed over array words and instances, names as in the netlist:
register,flops
state,1
cycle,32
counter_output,32
counter,32
critical path: stages:
cell	delay [ns]
clkbuf_16	0.12
clkbuf_16	0.13
clkdlybuf4s50_1	0.38
layout make-up:
class                   count  area (µm²)  share of cell area
multi-input cells         399        2890               0.422
flip-flops and latches     97        2580               0.377
repair buffers             74         721               0.105
clock buffers              15         328              0.0478
well taps                 176         220              0.0321
clock inverters             5        55.1             0.00803
inverters                  14        52.6             0.00767
worst paths after layout:
check | startpoint | to | slack, ns | depth (start not counted)
hold reg to reg | counter[14] | counter_output[14] | 0.48 | 0
setup reg to reg | cycle[28] | counter_output[2] | 14.27 | 8
hold / removal | counter[14] | counter_output[14] | 0.48 | 0
setup / recovery | clk | outclk | 4.71 | 3
layer usage:
layer	wire (µm)	up-vias	part of all wire
met5	0	-	0
met4	187	0	0.017
met3	489	14	0.045
met2	4670	114	0.43
met1	5510	1906	0.51
li1	-	2155	-
logic make-up (layout without fill, tap and decap cells):
group,Yosys count,count (layout),synth area share
and+or+nand+nor,182,182,0.175
DFF,97,97,0.461
AOI/OAI and AO/OA,93,93,0.118
xor gates and xnor gates,89,89,0.139
buffers and inverters,40,108,0.0281
adders and majority gates,35,35,0.0782
power by group through the flow:
stage	sequential, mW	combinational, mW	clock [mW]
CTS	0.269	0.0724	0.233
global route	0.271	0.0821	0.244
finish	0.269	0.0715	0.228
No activity file was given, so power comes from the tool's default toggle rates.
