$ cat flow/config.mk
export PLATFORM = sky130hd
export DESIGN_NAME = lpf
export DESIGN_NICKNAME = lpf
export VERILOG_FILES = /design/flow/design.v
export SDC_FILE = /design/flow/constraint.sdc
export NUM_CORES = 4
export LEC_CHECK = 1
export CORE_UTILIZATION = 40
$ cat flow/constraint.sdc
current_design lpf

set clk_period 12.9
set clk_io_pct 0.2

create_clock -name clk0 -period $clk_period [get_ports {insclk}]

set non_clock_inputs [all_inputs -no_clocks]
set_input_delay [expr $clk_period * $clk_io_pct] -clock clk0 $non_clock_inputs
set_output_delay [expr $clk_period * $clk_io_pct] -clock clk0 [all_outputs]
$ cat flow/design.v
`timescale 1ns / 1ps
module lpf #(
    parameter signed [15:0] b0=507, 
    parameter signed [15:0] b1=1014, 
    parameter signed [15:0] b2=507, 
    parameter signed [15:0] a1=19586, 
    parameter signed [15:0] a2=7382 
    )
   (
    input signed [31:0] x,
    output signed [31:0] y1,
    input insclk,
    output outsclk
    );
    reg signed [31:0] y1i=0;
    reg signed [31:0] y1i1=0;
    reg signed [31:0] y1i2=0;
    reg signed [31:0] xi1=0;
    reg signed [31:0] xi2=0;
    assign outsclk = insclk;
    assign y1=y1i;
    always @(posedge insclk) begin
        y1i<=($signed(507)*x+$signed(1014)*xi1+$signed(507)*xi2+($signed(19586)*y1i1)+(-$signed(7382)*y1i2))>>>14;
    end
    always @(negedge insclk) begin
        y1i2<=y1i1;
        y1i1<=y1i;
        xi2<=xi1;
        xi1<=x;
    end
endmodule
$ cat flow/run.sh
#!/bin/bash
# OpenROAD 26Q1-2900-gdf79404cd8, Yosys 0.63+post, stock flow scripts
make -C /OpenROAD-flow-scripts/flow DESIGN_CONFIG=/design/flow/config.mk WORK_HOME=/design/flow/orfs finish
==> insert_results.sql <==
-- metrics for the results database
INSERT INTO impl_metrics (metric_group, metric, value, unit) VALUES
('run_status', 'run_status', 'complete, but fails checks', ''),
('run_status', 'violations', 'setup timing', ''),
('logic_synthesis', 'synth.yosys.num_cells', '2740', ''),
('grt', 'aggregate_global_routing_overflow', '0', ''),
('sta', 'fin_ws', '-4.00', 'ns'),
('worst_setup_path', 'cp_slowest_cell', 'sky130_fd_sc_hd__fa_1', ''),
('sta', 'final-max-slew-violation-count', '0', ''),
('place', 'place_area', '34500', 'um2'),
('logic_synthesis', 'avgSynthCellArea', '10.7', 'um2'),
('layout', 'drive_above_1_share', '0.172', ''),
('logic_synthesis', 'ys_area', '29300', 'um2'),
('clock_tree', 'postCtsHoldBufs', '0', ''),
('logic_synthesis', 'netlist_area', '29300', 'um2'),
('worst_setup_path', 'req_time_crit_path', '13.34', 'ns'),
('grt', 'largest_net_degree_at_the_start_of_global_routing', '17', ''),
('routing', 'dr.first_iter.drc_count', '343', ''),
('routing', 'drt-total-wl', '60900', 'um'),
('worst_setup_path', 'cp-start-kind', 'flip-flop', ''),
('logic_synthesis', 'register_bit_count_reported_by_yosys', '118', ''),
('routing', 'dr_total_vias', '18900', ''),
('floorplan', 'dieArea', '74500', 'um2'),
('logic_synthesis', 'synth-edff-count', '0', ''),
('routing', 'route.detailed.vias_per_inst', '4.40', ''),
('place', 'dp_cells', '4165', ''),
('floorplan', 'coreArea', '72100', 'um2'),
('clock_tree', 'cts_tree', 'done', ''),
('place', 'post-dp-hpwl', '55700', 'um'),
('routing', 'drt-pass1-iter-count', '7', ''),
('run', 'max-cap-violations', '0', ''),
('logic_synthesis', 'ys_async_rst_share', '0', ''),
('logic_synthesis', 'top_area_cell', 'sky130_fd_sc_hd__fa_1', ''),
('clock_tree', 'clock.latency.late_pin', '0.60', 'ns'),
('worst_setup_path', 'cp_top_family', 'adder cells', ''),
('floorplan', 'die.size.y', '273', 'um'),
('routing', 'antenna-diode-count', '0', ''),
('logic_synthesis', 'sequential_to_total_area_share_from_yosys_stat', '0.0805', ''),
('sta', 'worstMarginPinSlew', '0.618', 'ns'),
('logic_synthesis', 'synth.lib_cells_used.distinct', '51', ''),
('layout', 'layout_top_cells', 'sky130_fd_sc_hd__inv_1 (1,026), sky130_fd_sc_hd__fa_1 (687), sky130_fd_sc_hd__ha_1 (486), sky130_fd_sc_hd__buf_4 (413), sky130_fd_sc_hd__dfxtp_1 (109)', ''),
('logic_synthesis', 'ys.warnings.count', '1', ''),
('floorplan', 'top_level_ports', '66', ''),
('sta', 'setup_viol_count_final', '18', ''),
('grt', 'grt_first_pass_wirelength', '104000', 'um'),
('place', 'placement.io_buffers', '65', ''),
('layout', 'mostFrequentLayoutCell', 'sky130_fd_sc_hd__inv_1', ''),
('sta', 'clock-skew-final', '0.0512', 'ns'),
('logic_synthesis', 'postSynthCellCount', '2740', ''),
('sta', 'finalHoldViolCount', '0', ''),
('logic_synthesis', 'topCellsByArea', 'sky130_fd_sc_hd__fa_1 (47%), sky130_fd_sc_hd__ha_1 (21%), sky130_fd_sc_hd__inv_1 (12%), sky130_fd_sc_hd__dfxtp_1 (8.0%), sky130_fd_sc_hd__xnor2_1 (2.6%)', ''),
('worst_setup_path', 'cp.buffers_inverters', '11', ''),
('floorplan', 'die.size.x', '273', 'um'),
('floorplan', 'floorplan.core_util', '0.407', ''),
('worst_setup_path', 'worstPathArrival', '17.33', 'ns'),
('logic_synthesis', 'synth.top_cell.area_share', '0.475', ''),
('worst_setup_path', 'worst_path_maximum_fanout', '3', ''),
('grt', 'antenna_found_initial', '1', ''),
('worst_setup_path', 'critical-path-max-stage-delay', '0.52', 'ns'),
('routing', 'antenna_nets_post_route', '0', ''),
('worst_setup_path', 'type_of_element_capturing_the_critical_path', 'flip-flop', ''),
('logic_synthesis', 'ff_type', 'sky130_fd_sc_hd__dfxtp_1', ''),
('worst_setup_path', 'crit_path_category', 'flip-flop to flip-flop', ''),
('sta', 'slew_headroom', '0.586', ''),
('routing', 'detail_route.wl_per_cell', '14.1', 'um'),
('grt', 'grt_use_total', '0.192', ''),
('layout', 'stdcell_count', '4302', ''),
('worst_hold_path', 'worstHoldPathType', 'flip-flop to flip-flop', ''),
('floorplan', 'row_count', '98', '');
[cell usage after synthesis, drive strengths merged, types with 3 or more instances]
cell,instances
a31o,4
o21bai,10
nor2b,13
nand4,5
nor3,9
xnor2,88
xor2,42
o31ai,4
inv,950
nand2,20
nor2,35
and2,5
a21oi,73
a21boi,3
a21o,29
buf,15
o21ai,37
a31oi,3
nand2b,12
ha,503
a211oi,9
fa,696
and3,3
nand3,11
dfxtp,118
o21a,20
[metal layers]
| metal | vias up | track usage | part of all wire |
|---|---|---|---|
| li1 | 9297 | - | - |
| met3 | 51 | 0.0696 | 0.070 |
| met2 | 370 | 0.301 | 0.49 |
| met5 | - | 0 | 0.00030 |
| met1 | 9209 | 0.272 | 0.43 |
| met4 | 2 | 0.0297 | 0.016 |
[state kept, by name (all words and copies together), names as in the netlist]
| signal | count |
|---|---|
| y1i1 | 18 |
| xi1 | 32 |
| xi2 | 32 |
| y1i | 18 |
| y1i2 | 18 |
[area by class of cell]
cell class | instances | area, um2
Tap cell | 950 | 1190
Inverter | 949 | 3560
Timing Repair Buffer | 493 | 4000
Fill cell | 6481 | 36100
Clock buffer | 22 | 514
Sequential cell | 118 | 2380
Multi-Input combinational cell | 1657 | 23800
Clock inverter | 113 | 507
[path summary, 6_finish.rpt]
path	from	cells after the start	slack, ns	endpoint
max	xi1[3]	43	-4.00	y1i[17]
min	xi1[31]	0	0.33	xi2[31]
max reg2reg	xi1[3]	43	-4.00	y1i[17]
min reg2reg	xi1[31]	0	0.33	xi2[31]
[kinds of logic (layout without fill, tap and decap cells)]
kind of cell | after synthesis | in the layout | synth area share
adder cells (fa/ha/maj) | 1199 | 1199 | 0.689
XOR/XNOR | 131 | 131 | 0.0396
AND/OR/NAND/NOR | 119 | 119 | 0.0200
flip-flops | 118 | 118 | 0.0805
buffers and inverters | 965 | 1577 | 0.125
AND-OR/OR-AND | 208 | 208 | 0.0454
[through the flow]
| step | setup WS (ns) | hold WS (ns) | setup TNS (ns) |
|---|---|---|---|
| 3_3_place_gp | -4.10 | 0.321 | -61.85 |
| 4_1_cts | -3.98 | 0.330 | -60.59 |
| 2_1_floorplan | -3.72 | 0.310 | -53.11 |
| 5_1_grt | -4.43 | 0.343 | -65.96 |
| 3_5_place_dp | -4.14 | 0.316 | -62.62 |
| 6_report | -4.00 | 0.329 | -59.23 |
[timing repair]
action	CTS	global route
resized	49	53
endpoints found under the hold margin	0	0
endpoints found under the setup margin	18	18
pin swaps	71	56
setup buffers	4	3
