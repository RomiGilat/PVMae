$ cat /design/flow/config.mk
export PLATFORM = sky130hd
export DESIGN_NAME = hpf
export DESIGN_NICKNAME = hpf
export VERILOG_FILES = /design/flow/design.v
export SDC_FILE = /design/flow/constraint.sdc
export NUM_CORES = 4
export LEC_CHECK = 1
export CORE_UTILIZATION = 30
$ cat /design/flow/constraint.sdc
current_design hpf

set clk_period 22.0
set clk_io_pct 0.2

create_clock -name clk0 -period $clk_period [get_ports {insclk}]

set non_clock_inputs [all_inputs -no_clocks]
set_input_delay [expr $clk_period * $clk_io_pct] -clock clk0 $non_clock_inputs
set_output_delay [expr $clk_period * $clk_io_pct] -clock clk0 [all_outputs]
$ cat /design/flow/design.v
`timescale 1ns / 1ps
module hpf#(
    parameter signed [15:0] b0=8192, 
    parameter signed [15:0] b1=16384, 
    parameter signed [15:0] b2=8192, 
    parameter signed [15:0] a1=32046, 
    parameter signed [15:0] a2=15679 
    )
   (
    input signed [31:0] y1,
    output signed [31:0] y2,
    input insclk,
    output outsclk
    );
    reg signed [31:0] y2i=0;
    reg signed [31:0] y2i1=0;
    reg signed [31:0] y2i2=0;
    reg signed [31:0] y1i1=0;
    reg signed [31:0] y1i2=0;
    assign outsclk = insclk;
    assign y2=y2i;
    always @(posedge insclk) begin
        y2i<=($signed(8192)*y1+(-$signed(16384)*y1i1)+$signed(8192)*y1i2+($signed(32046)*y2i1)+(-$signed(15679)*y2i2))>>>15;
    end
    always @(negedge insclk) begin
        y2i2<=y2i1;
        y2i1<=y2i;
        y1i2<=y1i1;
        y1i1<=y1;
    end
endmodule
$ cat /design/flow/run.sh
#!/bin/bash
# OpenROAD 26Q1-2900-gdf79404cd8, Yosys 0.63+post, stock flow scripts
make -C /OpenROAD-flow-scripts/flow DESIGN_CONFIG=/design/flow/config.mk WORK_HOME=/design/flow/orfs finish
==> qor.yml <==
outcome: "complete, no violations"
detailedPlace.worstSlack_ns: 0.980
critPathCaptureType: "flip-flop"
cts_tree: "done"
worst_stage_delay_on_the_critical_path_ns: 0.60
worst-endpoint-required_ns: 22.41
ys_dominant_reg_cell: "dfxtp_1"
io_buffer_count: 52
crit_slowest_cell: "fa_1"
grt_use_total_pct: 12.9
die_w_um: 216
cts-hold-fix-buffers: 0
initial_core_util_pct: 30.4
placed_cells: 1984
dieArea_um2: 46800
syn_to_layout_area_delta_pct: 13.1
clk_pin_slew_worst_paths_ns: 0.08
holdCritPathClass: "flip-flop to flip-flop"
grt_first_pass_wirelength_um: 46000
grt_setup_unrepaired: "false"
yosysUniqueCellTypes: 59
die_h_um: 216
detailroute.via_count: 8722
synth_area_per_cell_um2: 10.2
antenna_found_initial: 2
clock_latency_reported_for_the_late_side_of_the_worst_skew_pair_ns: 0.56
worst_ep_arrival_time_ns: 21.48
ant_nets: 0
stdcell_count: 2074
worst_setup_slack_for_register_to_register_paths_ns: 0.93
avgViaCountPerCell: 4.21
critical_path_maximum_fanout: 8
synthDominantCellAreaShare_pct: 33.0
synth.cell_area_um2: 13800
worst_slew_margin_rel_pct: 57.4
placementRows: 78
drv.max_cap_violation_count: 0
postSynthSeqShare_pct: 12.9
max_slew.worst_pin.slew_ns: 0.635
finalSetupViolCount: 0
synth.largest_area_cell: "fa_1"
netlist_top_cells_area: "fa_1, ha_1, dfxtp_1, inv_1, xnor2_1"
common_cells: "inv_1, ha_1, fa_1"
ys_cells: 1348
critPathLaunchType: "flip-flop"
postSynth.asyncResetShare_pct: 0
synth_flops: 89
route.detailed.wl_per_inst_um: 12.8
grt_pass1_vias: 9340
layout.cell_area.non_filler_um2: 15600
postSynthCellCount: 1348
antenna-diode-count: 0
total_number_of_warnings_across_the_stage_logs: 52
worst_hold_slack_ns: 0.316
finalClockSkew_ns: 0.0832
most_common_cell: "inv_1"
synthesis.yosys.warnings: 1
final-max-slew-violation-count: 0
dr.first_iter.drc_count: 236
globalRoute.totalOverflow: 0
drive_above_1_share_pct: 2.92
floorplan.io_pins: 66
final_critical_path_setup_slack_ns: 0.934
finalHoldViolations: 0
critical_path_class: "flip-flop to flip-flop"
cts-resized-gates: 0
maximum_number_of_pins_on_one_net_before_global_route_repair: 32
routabilityCongestion: 0.880
fp.coreArea_um2: 45400
drt_drc_violations_left: 0
setup_total_negative_slack_ns: 0
hpwl_um: 22900
enable_flop_cells: 0
post-cts-setup-buffer-count: 0
synth.yosys.chip_area_um2: 13800
totalWireLength_um: 26600
post_dp_cell_area_um2: 15000
drt_first_pass_iters: 4
[critical path, delay by kind of cell, from the launching register on]
kind / cells / cell delay (ns)
flops: 1 / 0.57
simple gates: 4 / 0.76
fa+ha+maj: 15 / 5.65
buf+inv: 8 / 0.52
xor+xnor: 2 / 0.47
compound gates: 9 / 1.93
[registers in the layout, summed over array words and instances (netlist names)]
register and flops:
y1i2 19, y1i1 19, y2i2 17, y2i1 17
y2i 17
[kinds of logic (layout without fill, tap and decap cells)]
kind of cell             count (synthesis)  after routing  share of synthesized area (%)
adder cells (fa/ha/maj)                506            506                           58.3
buffers and inverters                  418            544                           11.8
AND/OR/NAND/NOR                        118            118                           4.63
AND-OR/OR-AND                          117            117                           5.89
flip-flops                              89             89                           12.9
XOR/XNOR                                87             87                           5.53
multiplexers                            13             13                          0.944
[final cells by class]
cell class | instances | area (um^2)
Sequential cell | 89 | 1780
Clock buffer | 14 | 335
Tap cell | 600 | 751
Clock inverter | 78 | 327
Inverter | 398 | 1490
Fill cell | 4460 | 29800
Timing Repair Buffer | 54 | 533
Multi-Input combinational cell | 841 | 10400
[per-layer routing]
| metal | track usage [%] | wire (um) | vias up |
|---|---|---|---|
| met1 | 18.7 | 12400 | 4142 |
| met5 | 0 | 0 | - |
| li1 | - | - | 4378 |
| met4 | 1.03 | 158 | 0 |
| met2 | 19.3 | 11600 | 190 |
| met3 | 5.49 | 2510 | 12 |
[metrics by stage]
step / utilization (%)
6_report: 34.4
5_1_grt: 34.4
4_1_cts: 34.4
3_5_place_dp: 32.9
3_3_place_gp: 32.9
2_1_floorplan: -
[worst paths after layout]
check                         from                to  depth (start not counted)
setup / recovery   y2i1[7]$_DFF_N_   y2i[16]$_DFF_P_                         38
hold / removal    y1i1[18]$_DFF_N_  y1i2[18]$_DFF_N_                          0
setup reg to reg   y2i1[7]$_DFF_N_   y2i[16]$_DFF_P_                         38
hold reg to reg   y1i1[18]$_DFF_N_  y1i2[18]$_DFF_N_                          0
[cells in the final DEF, fill, tap and decap left out, types with 5 or more instances in the layout]
master           netlist  layout
ha_1                 279     279
xor2_1                28      28
clkdlybuf4s50_1        0      52
a21oi_1               36      36
clkbuf_16              0      13
xnor2_1               59      59
inv_1                399     470
nor2_1                28      28
dfxtp_1               89      89
nand3_1                7       7
fa_1                 227     227
nor3_1                 7       7
nand2b_1               7       7
mux2i_1               13      13
a21o_1                24      24
nand2_1               27      27
nor2b_1               10      10
o21a_1                 5       5
o21ai_0               19      19
